**run.sh**
```bash
#!/bin/bash
# OpenROAD 26Q1-2900-gdf79404cd8, Yosys 0.63+post, stock flow scripts
make -C /OpenROAD-flow-scripts/flow DESIGN_CONFIG=/design/flow/config.mk WORK_HOME=/design/flow/orfs finish
```
**config.mk**
```make
export PLATFORM = sky130hd
export DESIGN_NAME = fourPhaseHandshake
export DESIGN_NICKNAME = fourPhaseHandshake
export VERILOG_FILES = /design/flow/design.v
export SDC_FILE = /design/flow/constraint.sdc
export NUM_CORES = 4
export LEC_CHECK = 1
export CORE_UTILIZATION = 30
```
**constraint.sdc**
```tcl
current_design fourPhaseHandshake

set clk_period 1.0
set clk_io_pct 0.2

create_clock -name clk0 -period $clk_period [get_ports {clk1}]
create_clock -name clk1 -period $clk_period [get_ports {clk2}]

set non_clock_inputs [all_inputs -no_clocks]
set_input_delay [expr $clk_period * $clk_io_pct] -clock clk0 $non_clock_inputs
set_output_delay [expr $clk_period * $clk_io_pct] -clock clk0 [all_outputs]
```
**design.v**
```verilog
module fourPhaseHandshake #(
    parameter N = 32
) (
    input logic [N-1:0] data1,
    input logic newdata1, output logic busy1,
    output logic [N-1:0] data2,
    output logic dataready2,
    input logic clk1,clk2,reset_n
    );
    logic ack, req;
    logic ack_temp1, ack_temp2;  
    logic req_temp1, req_temp2; 
    logic dataready2_reset; 
    logic req_posedge; 
    logic ack_posedge; 
    always_ff @(posedge clk1, negedge reset_n) begin
        if (~reset_n) begin  
            req <= 0;
            ack_temp1 <= 0;
            ack_temp2 <= 0;
            busy1 <= 0;
            ack_posedge <= 0;
        end else begin
            if (newdata1) begin
                req <= 1;
                busy1 <= 1;
            end else if(ack_posedge) begin
                req <= 0;
                busy1 <= 0;
            end
            if(ack_temp1&&ack_temp2==0) begin
                ack_posedge <= 1;
            end
            if(ack_posedge) begin
                ack_posedge <= 0;
            end
            ack_temp1 <= ack;
            ack_temp2 <= ack_temp1;
        end
    end
    always_ff @(posedge clk2, negedge reset_n) begin
        if (~reset_n) begin 
            dataready2 <= 0;
            data2 <= 0;
            req_temp1 <= 0;
            req_temp2 <= 0;
            req_posedge <= 0;
            ack <= 0;
            dataready2_reset <= 0;
        end else begin
            req_temp1 <= req;
            req_temp2 <= req_temp1;
            if(req_temp1&&req_temp2==0)begin
                req_posedge <= 1;
            end
            if (req_posedge) begin
                dataready2 <= 1;
                dataready2_reset <= 1;
                req_posedge <= 0;  
                data2 <= data1; 
            end 
            if(dataready2_reset)begin 
                dataready2 <= 0;
                dataready2_reset <= 0;
            end
            if(req_temp2) begin
                ack <= 1;
            end 
            else begin
                ack <= 0;
            end
        end
    end
endmodule
```
==> metrics.yaml <==
power_and_ir_drop:
  p_leak_nw: 1.172
  p_total_mw: 6.458
  vdd_ir_drop_max_uv: 1185
  p_per_area_nw_per_um2: 2574
placed_design:
  port_buffers: 68
  dpl.hpwl_um: 2026
  place_congestion: 0.6793
  placed_cell_area_um2: 2422
logic_synthesis:
  synthTopCellsByCount: "dfrtp_1, mux2_4, mux2_2"
  ys_seq_share: 0.6507
  synth_top_cell_by_area: "dfrtp_1"
  synth.distinct_cells: 10
  ys.flops: 42
  netlist_instances: 85
  synthFlopType: "dfrtp_1"
  area_leaders: "dfrtp_1, mux2_4, mux2_2, buf_12, buf_6"
  async_flop_share: 1.000
  synth.most_common_cell: "dfrtp_1"
  netlist_area_um2: 1615
  yosysCellCount: 85
  yosys_area_um2: 1615
  top_area_frac: 0.6507
  yosysWarnings: 1
  avgSynthCellArea_um2: 19.00
  enable_flop_cells: 0
drt:
  routed.top_layer: "met4"
  wl_met2_um: 1246
  drc: 0
  ant_nets: 0
  drtPass1Iterations: 4
  antenna_cells: 0
  met1_length_um: 1398
  routed-wl-met3_um: 396
  drt_wl_total_um: 3071
  num_vias: 1024
  dr.first_iter.drc_count: 52
  wl_per_cell_um: 12.19
  viasPerCell: 4.063
die:
  chipArea_um2: 5681
  fp.dieW_um: 75.38
  fp_util: 0.3143
  die_y_um: 75.38
  num_rows: 26
  io_pins: 70
  design.core.area_um2: 5140
clocking:
  cts_tree: "yes"
  clock-sinks: 42
  path_clk_slew_ns: 0.07
global_route:
  grt_pass1_wl_um: 4698
  grt_pass1_vias: 1022
  grt_overflow: 0
  grt_max_degree: 43
  antenna_found_initial: 0
  track_usage: 0.1165
timing:
  holdWs_ns: -0.1112
  worst-slew-pin-transition_ns: 0.2153
  hold_viol_final: 42
  rsz0062_at_grt: "true"
  skew_ns: 0.002877
  setup_violations: 32
  relSlewSlack: 0.8564
  postLayoutSetupSlackWorst_ns: -0.04133
  drv_slew: 0
  fin_tns_setup_ns: -0.9033
finish:
  n_fill_cell: 458
  final_util: 0.4881
  syn_to_final_growth_pct: 55.31
  drive_above_1_share: 0.5440
  final_area_um2: 2509
  seqCellArea_um2: 1052
  combGateArea_um2: 516.7
worst_hold_path:
  hold_path_class: "primary input to asynchronous set/reset pin"
critical_path:
  cp_max_fo: 6
  critical_path_required_ns: 1.16
  end_kind: "flop"
  crit_type: "flop to flop"
  worstSetupStartpointType: "flop"
  worst_ep_arrival_time_ns: 1.20
run_status:
  failed_checks: "hold timing, setup timing"
  status: "complete, but fails checks"
run:
  warnings: 31
  maxCapViolCount: 0
==> placed cells by master, fill, tap and decap left out, drive strengths merged <==
cell type and count:
clkbuf 10, clkdlybuf4s50 33, nor2 2, nor2b 1, a21o 1, dfrtp 42
buf 57, clkdlybuf4s15 1, mux2 32, inv 1, nor3b 2
==> state kept, by name, summed over array words and instances, names as in the netlist <==
name              count
data2                32
ack                   1
ack_posedge           1
ack_temp1             1
ack_temp2             1
dataready2            1
dataready2_reset      1
req                   1
req_posedge           1
req_temp1             1
req_temp2             1
==> layer usage <==
layer | global-route usage | vias to the layer above
met5 | 0 | -
met4 | 0.01646 | 0
met3 | 0.05898 | 3
met2 | 0.1696 | 58
met1 | 0.1670 | 485
li1 | - | 478
==> critical path, cell delays in order, from the launching register on <==
cell     delay, ns
dfrtp_2       0.44
buf_4         0.19
mux2_4        0.30
==> logic make-up (layout without fill, tap and decap cells) <==
logic type | after synthesis | after routing | share of synthesized area
buffers and inverters | 5 | 102 | 0.04105
AND/OR/NAND/NOR | 5 | 5 | 0.01782
multiplexers | 32 | 32 | 0.2858
AND-OR/OR-AND | 1 | 1 | 0.004649
flip-flops | 42 | 42 | 0.6507
==> repair_timing <==
item | CTS | global route
endpoints found under the setup margin | 66 | 60
buffers inserted | 11 | 3
hold endpoints to repair | 42 | 42
gates resized | 106 | 0
==> cell type report <==
cell class / instances / area share
clock buffers: 10 / 0.05087
inverters: 1 / 0.001496
multi-input cells: 38 / 0.2060
flip-flops and latches: 42 / 0.4195
well taps: 70 / 0.03491
repair buffers: 91 / 0.2873
==> metrics by stage <==
step	instances	worst slack [ns]
floorplan	85	-0.04046
global placement	228	-0.02353
detailed placement	228	-0.03518
CTS	249	-0.04421
global route	252	-0.06659
finish	252	-0.04133
==> where the power goes <==
group	switching [mW]	internal [mW]	leakage, nW
Sequential	0.340	2.41	0.481
Clock	0.554	0.803	0.0659
Combinational	0.481	1.87	0.625
Total	1.38	5.08	1.17
==> path summary, 6_finish.rpt <==
check / startpoint / to / slack (ns) / depth (start not counted)
setup / recovery: req_posedge / data2[0] / -0.04 / 2
hold reg to reg: req_temp1 / req_temp2 / 0.37 / 0
hold / removal: reset_n / data2[12] / -0.11 / 2
max in group asynchronous: reset_n / req / 0.85 / 2
min in group clk1: req_temp1 / req_temp2 / 0.37 / 0
max in group clk0: dataready2 / dataready2 / 0.02 / 1
min in group clk0: ack_temp1 / ack_temp2 / 0.38 / 0
setup reg to reg: req_posedge / data2[0] / -0.04 / 2
Power is estimated from default activity; no workload was simulated.
